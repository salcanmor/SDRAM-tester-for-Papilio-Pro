===== run.sh =====
#!/bin/bash
# OpenROAD 26Q1-2900-gdf79404cd8, Yosys 0.63+post, stock flow scripts
make -C /OpenROAD-flow-scripts/flow DESIGN_CONFIG=/design/flow/config.mk WORK_HOME=/design/flow/orfs finish

===== config.mk =====
export PLATFORM = sky130hd
export DESIGN_NAME = uart
export DESIGN_NICKNAME = uart
export VERILOG_FILES = /design/flow/design.v
export SDC_FILE = /design/flow/constraint.sdc
export NUM_CORES = 4
export LEC_CHECK = 1
export CORE_UTILIZATION = 30

===== constraint.sdc =====
current_design uart

set clk_period 4.1
set clk_io_pct 0.2

create_clock -name clk0 -period $clk_period [get_ports {clk}]

set non_clock_inputs [all_inputs -no_clocks]
set_input_delay [expr $clk_period * $clk_io_pct] -clock clk0 $non_clock_inputs
set_output_delay [expr $clk_period * $clk_io_pct] -clock clk0 [all_outputs]

===== design.v =====
`timescale 1ns / 1ps
module Baud_rate_gen
  #(
    M=651	 
  )
  (
    input wire clk,
    input wire reset,
    output wire tick
  );
  localparam N=log2(M);	 
  reg [N-1:0] r_reg;
  wire [N-1:0] r_next;
  always@(posedge clk, posedge reset)
    if(reset)
      r_reg <= 0;
    else
      r_reg<=r_next;
  assign r_next = (r_reg==(M-1)) ? 1'b0 : r_reg+1'b1;
  assign tick=(r_reg==(M-1))?1'b1:1'b0;
  function integer log2(input integer n);
    integer i;
    begin
      log2=1;
      for (i=0; 2**i < n; i=i+1)
        log2=i+1;
    end
  endfunction
endmodule
`timescale 1ns / 1ps
module uart
  #(
    parameter DBIT = 8,			 
				  SB_TICK = 16,	 
              DVSR = 326		 
  )
  ( 
    input wire clk,
    input wire reset,
    input wire data_in,
    input wire tx_start,
    input wire [7:0] w_data,
    output wire data_out,
    output wire rx_done_tick,
    output wire tx_done_tick,
    output wire tx_ready,
    output wire [7:0] r_data
  );
  Baud_rate_gen baud_gen_unit (
    .clk(clk), 
    .reset(reset), 
    .tick(tick)
  );
  uart_rx uart_rx_unit (
    .clk(clk), 
    .reset(reset), 
    .data_in(data_in), 
    .s_tick(tick), 
    .rx_done_tick(rx_done_tick), 
    .data_out(r_data)
  );
  uart_tx uart_tx_unit (
    .clk(clk), 
    .reset(reset), 
    .data_in(w_data), 
    .s_tick(tick), 
    .tx_start(tx_start), 
    .tx_done_tick(tx_done_tick), 
    .data_out(data_out),
    .tx_ready(tx_ready)
  );
endmodule
`timescale 1ns / 1ps
module uart_rx
  #(
    parameter DBIT = 8,				 
    SB_TICK = 16			 
  )
  ( 
    input wire clk,
    input wire reset,
    input wire data_in,
    input wire s_tick,
    output reg rx_done_tick,
    output wire [7:0] data_out
  );
  localparam [1:0]
  idle  = 2'b00,
  start = 2'b01,
  data  = 2'b10,
  stop  = 2'b11;
  reg [1:0] state_reg, state_next;
  reg [3:0] cnt_15_reg, cnt_15_next;
  reg [2:0] cnt_8_reg, cnt_8_next;
  reg [7:0] shift_out_reg, shift_out_next;
  always@(posedge clk, posedge reset)
    if (reset)
      begin
        state_reg <= idle;
        cnt_15_reg <= 0;
        cnt_8_reg <= 0;
        shift_out_reg <= 0;
      end
  else
    begin
      state_reg <= state_next;
      cnt_15_reg <= cnt_15_next;
      cnt_8_reg <= cnt_8_next;
      shift_out_reg <= shift_out_next;
    end
  always@*
    begin
      state_next = state_reg ;
      cnt_15_next = cnt_15_reg;
      cnt_8_next = cnt_8_reg;
      shift_out_next = shift_out_reg;
      rx_done_tick = 1'b0;
      case (state_reg)
        idle:
          if(~data_in)
            begin
              state_next = start;
              cnt_15_next = 0;
            end
        start:
          if (s_tick)
            if(cnt_15_reg==7)
              begin
                state_next=data;
                cnt_15_next=0;
                cnt_8_next=0;
              end
        else
          cnt_15_next = cnt_15_reg+1'b1;
        data:
          if(s_tick)
            if(cnt_15_reg==15)
              begin
                cnt_15_next=0;
                shift_out_next = {data_in, shift_out_reg[7:1]};
                if(cnt_8_reg==(DBIT-1))
                  state_next=stop;
                else
                  cnt_8_next=cnt_8_reg+1'b1;
              end
        else
          cnt_15_next=cnt_15_reg+1'b1;
        stop:
          if(s_tick)
            if(cnt_15_reg==(SB_TICK-1))
              begin
                state_next=idle;
                rx_done_tick=1'b1;
              end
        else
          cnt_15_next = cnt_15_reg+1'b1;
      endcase
    end
    assign data_out = shift_out_reg;
endmodule
`timescale 1ns / 1ps
module uart_tx
  #(
    parameter DBIT = 8,				 
    SB_TICK = 16			 
  )
  ( 
    input wire clk,
    input wire reset,
    input wire [7:0] data_in,
    input wire s_tick,
    input wire tx_start,
    output reg tx_done_tick,
    output wire  data_out,
    output reg tx_ready
  );
  localparam [1:0]
		idle  = 2'b00,
		start = 2'b01,
		data  = 2'b10,
		stop  = 2'b11;
  reg [1:0] state_reg, state_next;
  reg [3:0] cnt_15_reg, cnt_15_next;
  reg [2:0] cnt_8_reg, cnt_8_next;
  reg [7:0] shift_out_reg, shift_out_next;
  reg tx_reg, tx_next;
  always@(posedge clk, posedge reset)
    if (reset)
      begin
        state_reg <= idle;
        cnt_15_reg <= 0;
        cnt_8_reg <= 0;
        shift_out_reg <= 0;
        tx_reg <= 0;
      end
  else
    begin
      state_reg <= state_next;
      cnt_15_reg <= cnt_15_next;
      cnt_8_reg <= cnt_8_next;
      shift_out_reg <= shift_out_next;
      tx_reg <= tx_next;
    end
  always@*
    begin
      state_next = state_reg ;
      cnt_15_next = cnt_15_reg;
      cnt_8_next = cnt_8_reg;
      shift_out_next = shift_out_reg;
		tx_next = tx_reg;
		tx_done_tick = 1'b0;
      case (state_reg)
        idle:
			 begin
			 	tx_ready<=1'b1;
				 tx_next = 1'b1;
				 if(tx_start)
					begin
					  state_next = start;
					  cnt_15_next = 0;
					  shift_out_next = data_in;
					end
			 end
        start:
			 begin
			 	tx_ready<=1'b0;
				 tx_next = 1'b0;
				 if (s_tick)
					if(cnt_15_reg==15)
					  begin
						 state_next=data;
						 cnt_15_next=0;
						 cnt_8_next=0;
					  end
			  else
				 cnt_15_next = cnt_15_reg+1'b1;
			 end
        data:
			 begin
				 tx_ready<=1'b0;
				 tx_next = shift_out_reg[0];
				 if(s_tick)
					if(cnt_15_reg==15)
					  begin
						 cnt_15_next=0;
						 shift_out_next = shift_out_reg >> 1;
						 if(cnt_8_reg==(DBIT-1))
							state_next=stop;
						 else
							cnt_8_next=cnt_8_reg+1'b1;
					  end
			  else
				 cnt_15_next=cnt_15_reg+1'b1;
			 end
        stop:
			 begin
			    tx_ready<=1'b0;
				 tx_next = 1'b1;
				 if(s_tick)
					if(cnt_15_reg==(SB_TICK-1))
					  begin
						 state_next=idle;
						 tx_done_tick=1'b1;
					  end
			  else
				 cnt_15_next = cnt_15_reg+1'b1;
			 end
      endcase
    end
    assign data_out = tx_reg;
endmodule

==> impl_metrics.ini <==
; generated from flow reports
[floorplanning]
initial_core_util_pct = 31.2
ios = 24
core_area_mm2 = 0.00773
num_rows = 32
die_h_um = 91.6
die_x_um = 91.6
chipArea_mm2 = 0.00839

[global_route]
grt_pass1_vias = 1571
antenna_found_initial = 0
grt_first_pass_wirelength_um = 7420
grt.overflow.total = 0
grt_max_degree = 33
grt_use_total_pct = 11.1

[clock_network]
cts_buffer_depth = 2
cts_setup_buffers = 0
cts_resized = 0
cts_buffers = 5
tritoncts = yes
cts_root_buf = clkbuf_8
clock_latency_ns = 0.30
cts_sinks = 49
htree_levels = 2
cts-hold-fix-buffers = 0
cts.reportedPaths.clkPinSlew_ns = 0.08

[place]
dpl.hpwl_um = 3010
gp_congestion = 0.823
io_buffers = 23
place_area_mm2 = 0.00275

[power_and_ir_drop]
p_seq_share_pct = 56.2
combPwrFrac_pct = 2.9
p_sw_mw = 0.166
power_density_mw_per_mm2 = 300
worst_ir_drop_vdd_v = 0.000139
pwr-share-clk_pct = 40.9
p_leak_nw = 1.26
p_sw_share_pct = 19.3
internal_power_mw = 0.695

[sta]
timing.fmax_mhz = 322
finalClockPeriodUsage_pct = 75.7
fin_tns_setup_ns = 0
finClkSkew_ns = 0.00792
slew_headroom_pct = 56.5
rsz0062_at_grt = no
min_period_ns = 3.10
finalHoldViolCount = 0
drv_slew = 0
setup_viol = 0
tightest_slew_ns = 0.653

[logic_synthesis]
yosys_warnings = 4
synthArstFlopShare_pct = 100
top_area_share_pct = 48.8
edf_count = 0
yosysTopAreaCell = dfrtp_1
syn_avg_cell_area_um2 = 10.8
top_cells_by_area = dfrtp_1, o21ai_0, mux2_4
ys_chip_area_mm2 = 0.00241
syn_area_mm2 = 0.00241
synth_cells = 222
ys_types = 48
ys_seq_share_pct = 51.0
synth_stat.cells = 222
ys_ff = 49
ff_type = dfrtp_1

[finish]
area_growth_pct = 19.0
drive_gt1_share_pct = 12.4
final_area_mm2 = 0.00287
largest_register_ffs = 10
most-common-layout-cells = dfrtp_1, nand2_1, o21ai_0
final_common_cell = dfrtp_1

[setup_path]
path_cells = inv_1 > ha_1 > nand4bb_1 > nor4_4 > and2_1 > clkdlybuf4s50_1
slowest_stage = clkdlybuf4s50_1
critPathLaunchType = register
end_kind = primary output
crit_fanout = 7
startpoint = baud_gen_unit.r_reg[0]
worst-endpoint-arrival_ns = 2.28
reg2reg_from = baud_gen_unit.r_reg[0]
cp.required_ns = 3.28
critPathMaxStageDelay_ns = 0.46
path_class = register to primary output

[route]
drt-initial-drc-count = 36
routed_wl_um = 4320
viasPerCell = 4.60
drcViolationCount = 0
dr.pass1.iters = 5
antennaDiodeCount = 0
postRouteAntennaNets = 0
wl_per_cell_um = 12.3
vias = 1614

[outcome]
outcome = finished, final reports clean

[run]
warning_count = 26
drv_cap = 0

[worst_hold_path]
hold_path_startpoint = uart_tx_unit.shift_out_reg[3]
hold_path_class = register to register
power by group through the flow:
| stage | Sequential, mW | Combinational [mW] | Clock [mW] |
|---|---|---|---|
| 4_1_cts | 0.484 | 0.0261 | 0.367 |
| 5_1_grt | 0.484 | 0.0284 | 0.385 |
| 6_report | 0.484 | 0.0247 | 0.352 |
cells by family after synthesis:
family	share of synthesized area [%]
multiplexers	9.20
adder cells (fa/ha/maj)	4.16
AND/OR/NAND/NOR	18.0
flip-flops	51.0
XOR/XNOR	2.91
buffers and inverters	3.17
AND-OR/OR-AND	11.6
through the flow:
stage	hold slack [ns]	utilization (%)	cells	total power, mW	setup slack [ns]
floorplan	0.450	-	222	0.503	1.91
finish	0.492	37.1	351	0.861	0.996
global route	0.521	37.1	351	0.897	0.823
detailed placement	0.476	35.6	343	0.519	1.29
global placement	0.468	35.6	343	0.519	1.33
CTS	0.497	37.1	351	0.877	0.951
synth_stat cells, types with 3 or more instances:
| cell | instances |
|---|---|
| a21oi_1 | 3 |
| clkbuf_1 | 3 |
| dfrtp_1 | 47 |
| ha_1 | 8 |
| inv_1 | 10 |
| mux2_4 | 8 |
| mux2i_1 | 9 |
| nand2_1 | 30 |
| nand2b_1 | 5 |
| nand3_1 | 10 |
| nand4_1 | 3 |
| nor2_1 | 12 |
| o21ai_0 | 24 |
| or2_2 | 3 |
| or4b_1 | 3 |
| xnor2_1 | 6 |
critical path, delay by kind of cell (launching register included):
kind,cells,cell delay (ns)
AND/OR/NAND/NOR,3,0.90
buffers and inverters,2,0.53
flip-flops,1,0.42
adder cells (fa/ha/maj),1,0.14
area by class of cell:
class	count	area, µm²
sequential	49	1230
fill	752	4860
clock buffer	7	86.3
clock inverter	1	30.0
inverter	10	37.5
timing repair buffer	26	253
multi-input combinational	156	1100
tap	102	128
final timing paths:
check / end / slack, ns / cells past startpoint
worst max-delay path: tx_done_tick / 1.0 / 6
worst min-delay path: uart_tx_unit.shift_out_reg[3] / 0.49 / 2
worst max register to register: uart_rx_unit.shift_out_reg[7] / 1.51 / 8
worst min register to register: uart_tx_unit.shift_out_reg[3] / 0.49 / 2
max in group asynchronous: uart_tx_unit.state_reg[0] / 2.51 / 3
min in group asynchronous: uart_rx_unit.shift_out_reg[4] / 0.81 / 2
per-layer routing:
metal | part of all wire [%] | vias to the layer above | track usage [%]
met5 | 0 | - | 0
met1 | 51 | 755 | 17.3
met3 | 4.3 | 6 | 2.30
met4 | 1.5 | 0 | 1.46
li1 | - | 828 | -
met2 | 44 | 25 | 17.0
Power and IR drop assume default switching activity.
