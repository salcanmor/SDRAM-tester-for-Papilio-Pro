--- ./config.mk ---
export PLATFORM = sky130hd
export DESIGN_NAME = debouncer
export DESIGN_NICKNAME = debouncer
export VERILOG_FILES = /design/flow/design.v
export SDC_FILE = /design/flow/constraint.sdc
export NUM_CORES = 4
export LEC_CHECK = 1
export CORE_AREA = 10 10 75 75
export DIE_AREA = 0 0 85 85
--- ./constraint.sdc ---
current_design debouncer

set clk_period 2.3
set clk_io_pct 0.2

create_clock -name clk0 -period $clk_period [get_ports {clk}]

set non_clock_inputs [all_inputs -no_clocks]
set_input_delay [expr $clk_period * $clk_io_pct] -clock clk0 $non_clock_inputs
set_output_delay [expr $clk_period * $clk_io_pct] -clock clk0 [all_outputs]
--- ./design.v ---
module debouncer(
    input clk,
    input PB,   
    output reg PB_state,   
    output PB_down,   
    output PB_up    
);
reg PB_sync_0;  always @(posedge clk) PB_sync_0 <= ~PB;   
reg PB_sync_1;  always @(posedge clk) PB_sync_1 <= PB_sync_0;
reg [15:0] PB_cnt;
wire PB_idle = (PB_state==PB_sync_1);
wire PB_cnt_max = &PB_cnt;	 
always @(posedge clk)
if(PB_idle)
    PB_cnt <= 0;   
else
begin
    PB_cnt <= PB_cnt + 16'd1;   
    if(PB_cnt_max) PB_state <= ~PB_state;   
end
assign PB_down = ~PB_idle & PB_cnt_max & ~PB_state;
assign PB_up   = ~PB_idle & PB_cnt_max &  PB_state;
endmodule
--- ./run.sh ---
#!/bin/bash
# OpenROAD 26Q1-2900-gdf79404cd8, Yosys 0.63+post, stock flow scripts
make -C /OpenROAD-flow-scripts/flow DESIGN_CONFIG=/design/flow/config.mk WORK_HOME=/design/flow/orfs finish
==> report_table.html <==
<h3>Run summary</h3>
<table>
<tr><th>Metric</th><th>Value</th></tr>
<tr><th colspan="2">GRT</th></tr>
<tr><td>Global-route wire length before repair</td><td>~2600 um</td></tr>
<tr><td>Number of antenna violations at the first check in global routing</td><td>0</td></tr>
<tr><td>Largest net degree at the start of global routing</td><td>12</td></tr>
<tr><td>Overall global routing resource usage</td><td>under 10%</td></tr>
<tr><td>Via count of the first global-routing pass</td><td>between 600 and 700</td></tr>
<tr><td>Congestion Overflow GR</td><td>0</td></tr>
<tr><th colspan="2">Clock tree</th></tr>
<tr><td>Hold buffer count at cts</td><td>0</td></tr>
<tr><td>Sink count of the clock tree</td><td>19</td></tr>
<tr><td>Insertion delay of the later-clocked pin in the worst-skew pair</td><td>between 0.2 and 0.3 ns</td></tr>
<tr><td>CTS tree</td><td>built</td></tr>
<tr><td>Buffer levels on the longest clock path</td><td>2</td></tr>
<tr><td>Root Driver</td><td>sky130_fd_sc_hd__clkbuf_8</td></tr>
<tr><td>Register clock-pin slew on the reported worst setup and hold paths</td><td>0.07 ns</td></tr>
<tr><td>Level count of the clock H-tree</td><td>1</td></tr>
<tr><td>Number of buffers added by the clock tree synthesis step</td><td>3</td></tr>
<tr><th colspan="2">Setup path</th></tr>
<tr><td>Critical path, cell by cell</td><td>ha_4, nand4_1, nor2_1, and4b_1, clkdlybuf4s50_1</td></tr>
<tr><td>Critical path's slowest cell</td><td>sky130_fd_sc_hd__clkdlybuf4s50_1</td></tr>
<tr><td>Type of origin of the critical path</td><td>register</td></tr>
<tr><td>Peak per-stage delay on the critical path</td><td>0.46 ns</td></tr>
<tr><td>Category of cells accounting for the largest share of critical-path delay</td><td>simple AND/OR/NAND/NOR gates</td></tr>
<tr><td>Type of element capturing the critical path</td><td>primary output</td></tr>
<tr><td>Highest net fanout along the worst path</td><td>5</td></tr>
<tr><td>Critical path data required time</td><td>roughly 1.8 ns</td></tr>
<tr><td>WS Path Type</td><td>register to primary output</td></tr>
<tr><td>Buf/Inv on CP</td><td>1</td></tr>
<tr><td>Worst path arrival time</td><td>~1.8 ns</td></tr>
<tr><th colspan="2">Synth</th></tr>
<tr><td>Synth Warn #</td><td>1</td></tr>
<tr><td>Yosys stat chip area</td><td>roughly 840 um^2</td></tr>
<tr><td>Mean area per synthesized cell</td><td>slightly above 9 um^2</td></tr>
<tr><td>Sequential-to-total area share from yosys stat</td><td>46.3%</td></tr>
<tr><td>Post-synthesis cell type count</td><td>26</td></tr>
<tr><td>Number of cells in the yosys synthesis report</td><td>93</td></tr>
<tr><td>Syn Inst Count</td><td>93</td></tr>
<tr><td>Cell area after technology mapping</td><td>~840 um^2</td></tr>
<tr><td>Ys flops</td><td>19</td></tr>
<tr><th colspan="2">Cells and area</th></tr>
<tr><td>Dominant logic cell type in the layout</td><td>sky130_fd_sc_hd__dfxtp_1</td></tr>
<tr><td>Final design utilization</td><td>26.2%</td></tr>
<tr><td>Share of cells above drive strength 1</td><td>15.9%</td></tr>
<tr><td>Most common logic cells in the final layout</td><td>sky130_fd_sc_hd__dfxtp_1 (15), sky130_fd_sc_hd__nand2_1 (11), sky130_fd_sc_hd__buf_4 (7)</td></tr>
<tr><td>Area of all sequential standard cells</td><td>~400 um^2</td></tr>
<tr><td>Filler-free cell count of the finished design</td><td>between 150 and 200</td></tr>
<tr><td>Area occupied by multi-input gates</td><td>between 400 and 500 um^2</td></tr>
<tr><td>Area growth syn-to-layout</td><td>26.0%</td></tr>
<tr><td>Number of fillers in the final layout</td><td>403</td></tr>
<tr><th colspan="2">STA</th></tr>
<tr><td>Clock Skews</td><td>about 0.0033 ns</td></tr>
<tr><td>Peak clock frequency supported by timing</td><td>around 450 MHz</td></tr>
<tr><td>Worst-margin pin slew</td><td>between 0.4 and 0.5 ns</td></tr>
<tr><td>Min Hold Slack</td><td>approximately 0.33 ns</td></tr>
<tr><td>PnR worst setup slack</td><td>0.0926 ns</td></tr>
<tr><td>Relative slew slack</td><td>roughly 72%</td></tr>
<tr><td>Setup violations, final</td><td>0</td></tr>
<tr><td>Min Clock Period, post-route</td><td>~2.2 ns</td></tr>
<tr><td>Number of slew-limit violations in the final report</td><td>0</td></tr>
<tr><td>Endpoints failing hold</td><td>0</td></tr>
<tr><td>Share of the clock period used by the worst path</td><td>96.0%</td></tr>
<tr><th colspan="2">Outcome</th></tr>
<tr><td>Run status</td><td>completed</td></tr>
<tr><th colspan="2">Min path</th></tr>
<tr><td>Worst min-delay path class</td><td>register to register</td></tr>
<tr><th colspan="2">Floorplan</th></tr>
<tr><td>Starting density of the core</td><td>20.8%</td></tr>
<tr><td>Die X</td><td>85 um</td></tr>
<tr><td>Standard-cell rows</td><td>23</td></tr>
<tr><td>Number of top-level pins</td><td>5</td></tr>
<tr><td>Y dimension of the die</td><td>~85 um</td></tr>
<tr><td>Placeable core region</td><td>about 4100 um^2</td></tr>
<tr><td>Total die size</td><td>7230 um^2</td></tr>
<tr><th colspan="2">Route</th></tr>
<tr><td>Post-route DRC violation count</td><td>0</td></tr>
<tr><td>Final antenna diode count</td><td>0</td></tr>
<tr><td>Via-to-Cell Ratio</td><td>around 4.5</td></tr>
<tr><td>Post-detailed-route wirelength per cell</td><td>10.3 um</td></tr>
<tr><td>Uppermost layer routed</td><td>met3</td></tr>
<tr><td>TritonRoute pass-1 iters</td><td>4</td></tr>
<tr><td>Met3 Wirelength</td><td>roughly 85 um</td></tr>
<tr><td>M1 wire length</td><td>a little over 800 um</td></tr>
<tr><td>DR WL met2</td><td>~700 um</td></tr>
<tr><td>DR iter-0 viols</td><td>28</td></tr>
<tr><td>Number of vias in the routed layout</td><td>706</td></tr>
<tr><td>Final WL</td><td>1610 um</td></tr>
<tr><td>Number of routed nets with antenna violations</td><td>0</td></tr>
<tr><th colspan="2">Placement</th></tr>
<tr><td>Placement-stage worst setup slack</td><td>0.260 ns</td></tr>
<tr><td>Number of instances in the placed design</td><td>around 150</td></tr>
<tr><td>Post-detailed-placement half-perimeter wirelength</td><td>1090 um</td></tr>
<tr><td>Port buffer count</td><td>4</td></tr>
<tr><td>Final weighted congestion in routability-driven placement</td><td>0.805</td></tr>
<tr><th colspan="2">Job</th></tr>
<tr><td>Number of warnings the tools reported</td><td>25</td></tr>
<tr><td>Max-cap violations</td><td>0</td></tr>
<tr><th colspan="2">Power and ir drop</th></tr>
<tr><td>Power density over the cells</td><td>565 nW/um^2</td></tr>
<tr><td>Total power</td><td>between 0.5 and 0.6 mW</td></tr>
<tr><td>Leakage Power</td><td>about 0.35 nW</td></tr>
<tr><td>Peak supply drop</td><td>approximately 0.34 mV</td></tr>
</table>
## power by group
group / switching (mW) / internal (mW)
Combinational: 0.0129 / 0.0149
Sequential: 0.00904 / 0.338
Clock: 0.105 / 0.120
Total: 0.127 / 0.473
## per-stage QoR
step	area, um^2	TNS [ns]
2_1_floorplan	843	0
6_report	1060	0
3_3_place_gp	965	0
3_5_place_dp	965	0
4_1_cts	1020	0
5_1_grt	1060	-0.00942
## timing repair
item / 4_1_cts / 5_1_grt
setup buffers: 0 / 4
gates resized: 2 / 5
pin swaps: 1 / 3
endpoints found under the setup margin: 2 / 2
## synth_stat cells
| cell | instances | area share (%) |
|---|---|---|
| sky130_fd_sc_hd__a21oi_1 | 6 | 3.6 |
| sky130_fd_sc_hd__o31ai_1 | 4 | 3.6 |
| sky130_fd_sc_hd__clkbuf_1 | 1 | 0.44 |
| sky130_fd_sc_hd__xor2_1 | 3 | 3.1 |
| sky130_fd_sc_hd__nand2_1 | 11 | 4.9 |
| sky130_fd_sc_hd__nand4_1 | 4 | 3.0 |
| sky130_fd_sc_hd__mux2i_1 | 5 | 5.9 |
| sky130_fd_sc_hd__nor4_1 | 4 | 3.0 |
| sky130_fd_sc_hd__nand4_2 | 1 | 1.5 |
| sky130_fd_sc_hd__dfxtp_1 | 18 | 43 |
| sky130_fd_sc_hd__nor2_1 | 6 | 2.7 |
| sky130_fd_sc_hd__and3_1 | 1 | 0.74 |
| sky130_fd_sc_hd__and4b_1 | 1 | 1.2 |
| sky130_fd_sc_hd__edfxtp_1 | 1 | 3.6 |
| sky130_fd_sc_hd__and2_1 | 1 | 0.74 |
| sky130_fd_sc_hd__nand3_2 | 1 | 1.2 |
| sky130_fd_sc_hd__nand2b_1 | 3 | 2.2 |
| sky130_fd_sc_hd__o21ai_0 | 2 | 1.2 |
| sky130_fd_sc_hd__or3_1 | 2 | 1.5 |
| sky130_fd_sc_hd__or4_1 | 4 | 3.6 |
| sky130_fd_sc_hd__nor3_1 | 1 | 0.59 |
| sky130_fd_sc_hd__xnor2_1 | 2 | 2.1 |
| sky130_fd_sc_hd__nand3_1 | 4 | 2.4 |
| sky130_fd_sc_hd__ha_1 | 1 | 1.5 |
| sky130_fd_sc_hd__and4_1 | 1 | 1.0 |
| sky130_fd_sc_hd__inv_1 | 5 | 2.2 |
## sequential cells by signal (all words and copies together), names as in the netlist
name,count
PB_sync_0,1
PB_state,1
PB_cnt,16
PB_sync_1,1
## area by class of cell
class,instances,area share [%]
well taps,50,5.89
multi-input cells,68,41.7
repair buffers,11,8.72
clock buffers,3,3.89
flip-flops and latches,19,37.6
clock inverters,1,0.471
inverters,5,1.77
## cell families after synthesis
logic type,Yosys count,share of synthesized area [%]
XOR/XNOR,5,5.19
multiplexers,5,5.93
adder cells (fa/ha/maj),1,1.48
buffers and inverters,6,2.67
AND-OR/OR-AND,12,8.31
AND/OR/NAND/NOR,45,30.1
flip-flops,19,46.3
## worst reg2reg max path: cells and delay by family, from the launching register on
kind	cells	cell delay (ns)
simple gates	3	0.81
flops	1	0.42
## per-layer routing
metal	GRT usage, %	vias up
li1	-	368
met4	0.599	0
met3	1.06	0
met5	0	-
met1	5.51	326
met2	6.40	12
## final timing paths
| path | cells past startpoint | slack (ns) | to | from |
|---|---|---|---|---|
| setup / recovery | 5 | 0.09 | PB_up | PB_cnt[0] |
| hold / removal | 0 | 0.33 | PB_sync_1 | PB_sync_0 |
| setup reg to reg | 3 | 0.78 | PB_state | PB_cnt[3] |
| hold reg to reg | 0 | 0.33 | PB_sync_1 | PB_sync_0 |
Power figures rest on the tool's default switching activity, not on a simulated workload.
