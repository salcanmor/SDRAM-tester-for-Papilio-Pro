`./design.v`:
```
`timescale 1ns / 1ps
module tester(clk, reset, rx_done_tick, r_data, w_data, tx_start, tx_ready, sys_addr, sys_data_to_sdram, sys_data_from_sdram, sys_write_rq, sys_data_from_sdram_valid);
  input wire clk;
  input wire reset;
  input wire rx_done_tick;
  input wire [7:0] r_data;
  output reg [7:0] w_data;
  output reg tx_start;
  input wire tx_ready;
  input wire sys_data_from_sdram_valid;
  output  [21:0] sys_addr;
  output  [15:0] sys_data_to_sdram;
  input [15:0] sys_data_from_sdram;
  output reg sys_write_rq;
  localparam [3:0]
  bienvenida                =   4'd0,          
  idle_and_receive          =   4'd1,          
  seleccion                 =   4'd2,          
  escritura                 =   4'd3,          
  escritura2                =   4'd4,          
  escritura3                =   4'd5,          
  escritura4                =   4'd6,          
  pintar_datos_escritura    =   4'd7,          
  lectura                   =   4'd8,          
  lectura2                  =   4'd9,          
  pintar_datos_lectura      =   4'd10;         
  reg [3:0] state_reg;
  reg [7:0] rx_buffer;
  reg[2:0] count_tx_ready;
  reg sys_read_rq;
  reg[7:0]count_write;
  reg[8:0]count;
  reg [15:0]dato_binario_a_escribir;
  reg [21:0]dato_binario2;
  reg [21:0]dato_binario3;
  wire [127:0] buffer_data_s2f_r;
  always@(posedge clk, posedge reset)
    if(reset)begin
      sys_write_rq<=0;
      sys_read_rq<=0;
      state_reg<=bienvenida;
      tx_start<=0;
      count_write <= 0;
      count_tx_ready <= 0;
    end
  else 
    case (state_reg)
      bienvenida:begin
        sys_write_rq<=0;
        sys_read_rq<=0;
        if (tx_ready)
          count_tx_ready <= count_tx_ready + 1'b1;
        else
          count_tx_ready <= 0;
        if (count_write < 129)  
          if(count_tx_ready == 7)begin
            count_write <= count_write + 1'b1;
            tx_start<=1'b1;
            case(count_write)
              128: w_data<=8'b00001101;
              127: w_data<="d";
              126: w_data<="a";
              125: w_data<="e";
              124: w_data<="R";
              123: w_data<="-";
              122: w_data<="2";
              121: w_data<=8'b00001001;
              120: w_data<=8'b00001101;
              119: w_data<="e";
              118: w_data<="t";
              117: w_data<="i"; 
              116: w_data<="r";
              115: w_data<="W";
              114: w_data<="-";
              113: w_data<="1";
              112: w_data<=8'b00001001;
              111: w_data<=8'b00001101;
              110: w_data<=":";
              109: w_data<="s";
              108: w_data<="n";
              107: w_data<="o";
              106: w_data<="i";
              105: w_data<="t";
              104: w_data<="p";
              103: w_data<="O";
              102: w_data<=8'b00001101;
              101: w_data<=8'b00001101;
              100: w_data<="-";
              99: w_data<="-";
              98: w_data<="-";
              97: w_data<="-";
              96: w_data<="-";
              95: w_data<="-";
              94: w_data<="-";
              93: w_data<="-";
              92: w_data<="-";
              91: w_data<="-";
              90: w_data<="-";
              89: w_data<="-";
              88: w_data<="-";
              87: w_data<="-";
              86: w_data<="-";
              85: w_data<="-";
              84: w_data<="-";
              83: w_data<="-";
              82: w_data<="-";
              81: w_data<="-";
              80: w_data<="-";
              79: w_data<="-";
              78: w_data<="-";
              77: w_data<="-";
              76: w_data<="-";
              75: w_data<="-";
              74: w_data<="-";
              73: w_data<="-";
              72: w_data<="-";
              71: w_data<="-";
              70: w_data<="-";
              69: w_data<="-";
              68: w_data<="-";
              67: w_data<="-";
              66: w_data<="-";
              65: w_data<="-";
              64: w_data<="-";
              63: w_data<="-";
              62: w_data<="-";
              61: w_data<="-";
              60: w_data<="-";
              59: w_data<="-";          
              58: w_data<="-";
              57: w_data<="-";
              56: w_data<=8'b00001101;
              55: w_data<=")";
              54: w_data<="o";
              53: w_data<="n";
              52: w_data<="e";
              51: w_data<="r";
              49: w_data<="o";
              48: w_data<="M";
              47: w_data<=" ";
              46: w_data<="s";
              45: w_data<="a";
              44: w_data<="n";
              43: w_data<="a";
              42: w_data<="C";
              41: w_data<=" ";
              40: w_data<="r";
              39: w_data<="o";
              38: w_data<="d";
              37: w_data<="a";
              36: w_data<="v";
              35: w_data<="l";
              34: w_data<="a";
              33: w_data<="S";
              32: w_data<=" ";
              31: w_data<="y";
              30: w_data<="b";
              29: w_data<="(";
              28: w_data<=" ";
              27: w_data<="o";
              26: w_data<="r";
              25: w_data<="P";
              24: w_data<=" ";
              23: w_data<="o";
              22: w_data<="i"; 
              21: w_data<="l";
              20: w_data<="i";
              19: w_data<="p";
              18: w_data<="a";
              17: w_data<="P";
              16: w_data<=" ";
              15: w_data<="R";
              14: w_data<="O";
              13: w_data<="F";
              12: w_data<=" ";
              11: w_data<="R";
              10: w_data<="E";
              9: w_data<="T";
              8: w_data<="S";
              7: w_data<="E";
              6: w_data<="T";
              5: w_data<=" ";
              4: w_data<="M";
              3: w_data<="A";
              2: w_data<="R";
              1: w_data<="D";
              0: w_data<="S";
              default: w_data<=8'b0;
            endcase
          end
        else
          begin
            tx_start<=1'b0;
          end
        else
          begin
            state_reg<=idle_and_receive;
            count_write <= 0;
            tx_start<=1'b0;
            count_tx_ready <= 0;
          end	
      end
      idle_and_receive: 
        begin 
          tx_start<=0;
          if(rx_done_tick)begin
            tx_start<=0;
            rx_buffer<=r_data;
            state_reg<=seleccion;
          end 
        end
      seleccion:
        begin
          tx_start<=1;
          if(rx_buffer == 8'b00110001)   
            begin      
              state_reg<=escritura; end    
          else    if(rx_buffer == 8'b00110010)   
            begin     state_reg<=lectura;
            end   
          else  state_reg<=seleccion;
        end
      escritura:
        begin
          if (tx_ready)
            count_tx_ready <= count_tx_ready + 1'b1;
          else
            count_tx_ready <= 0;
          if (count_write < 33)  
            if(count_tx_ready == 7)begin
              count_write <= count_write + 1'b1;
              tx_start<=1'b1;
              case(count_write)
                32: w_data<=":";
                31: w_data<="n";
                30: w_data<="e";
                29: w_data<="t";
                28: w_data<="t";
                27: w_data<="i";
                26: w_data<="r";
                25: w_data<="w";
                24: w_data<=" ";
                23: w_data<="e";
                22: w_data<="b"; 
                21: w_data<=" ";
                20: w_data<="o";
                19: w_data<="t";
                18: w_data<=" ";
                17: w_data<="a";
                16: w_data<="t";
                15: w_data<="a";
                14: w_data<="d";
                13: w_data<=" ";
                12: w_data<="r";
                11: w_data<="e";
                10: w_data<="t";
                9: w_data<="n";
                8: w_data<="E";
                7: w_data<="-";
                6: w_data<=8'b00001101;
                5: w_data<="E";
                4: w_data<="T";
                3: w_data<="I";
                2: w_data<="R";
                1: w_data<="W";
                0: w_data<=8'b00001101;
                default: w_data<=8'b0;
              endcase
            end
          else
            begin
              tx_start<=1'b0;
            end
          else
            begin
              state_reg<=escritura2;
              count_write <= 0;
              tx_start<=1'b0;
              count_tx_ready <= 0;
            end	
        end
      escritura2:begin
        tx_start<=0;
        if(rx_done_tick && count==15) 
          begin
            dato_binario_a_escribir <= {dato_binario_a_escribir[14:0], r_data[0]};
            count<=0;    
            w_data<=r_data;
            tx_start<=1;
            state_reg<=escritura3;   
          end
        else if(rx_done_tick)  
          begin
            if (r_data[7:1] == 7'h18)begin   
              dato_binario_a_escribir <= {dato_binario_a_escribir[14:0], r_data[0]};
              count<=count+1'b1;  
              w_data<=r_data;
              tx_start<=1;
              state_reg<=escritura2;              
            end
            else             state_reg<=escritura2;              
          end
      end
      escritura3:
        begin
          if (tx_ready)
            count_tx_ready <= count_tx_ready + 1'b1;
          else
            count_tx_ready <= 0;
          if (count_write < 16)  
            if(count_tx_ready == 7)begin
              count_write <= count_write + 1'b1;
              tx_start<=1'b1;
              case(count_write)
                15: w_data<=":";
                14: w_data<="s";
                13: w_data<="s";
                12: w_data<="e";
                11: w_data<="r";
                10: w_data<="d";
                9: w_data<="d";
                8: w_data<="a";
                7: w_data<=" ";
                6: w_data<="r";
                5: w_data<="e";
                4: w_data<="t";
                3: w_data<="n";
                2: w_data<="E";
                1: w_data<="-";
                0: w_data<=8'b00001101;
                default: w_data<=8'b0;
              endcase
            end
          else
            begin
              tx_start<=1'b0;
            end
          else
            begin
              state_reg<=escritura4;
              count_write <= 0;
              tx_start<=1'b0;
              count_tx_ready <= 0;
            end    
        end
      escritura4:begin
        tx_start<=0;
        if(rx_done_tick && count==21) 
          begin
            dato_binario2 <= {dato_binario2[20:0], r_data[0]};
            count<=0;    
            w_data<=r_data;
            tx_start<=1;
            state_reg<=pintar_datos_escritura;   
          end
        else if(rx_done_tick)  
          begin
            if (r_data[7:1] == 7'h18)begin   
              dato_binario2 <= {dato_binario2[20:0], r_data[0]};
              count<=count+1'b1;  
              w_data<=r_data;
              tx_start<=1;
              state_reg<=escritura4;              
            end
            else         
              state_reg<=escritura4;              
          end
      end
      pintar_datos_escritura:
        begin 		sys_write_rq<= 1;
          sys_read_rq<=0;
          if (tx_ready)
            count_tx_ready <= count_tx_ready + 1'b1;
          else
            count_tx_ready <= 0;
          if (count_write < 29)  
            if(count_tx_ready == 7)begin
              count_write <= count_write + 1'b1;
              tx_start<=1'b1;
              case(count_write)
                28: w_data<=8'b00001101;
                27: w_data<=8'b00001101;
                26: w_data<="!";
                25: w_data<="y";
                24: w_data<="l";
                23: w_data<="l";
                22: w_data<="u";
                21: w_data<="f";
                20: w_data<="s";
                19: w_data<="s";
                18: w_data<="e";
                17: w_data<="c";
                16: w_data<="c";
                15: w_data<="u";
                14: w_data<="s";
                13: w_data<=" ";
                12: w_data<="n";
                11: w_data<="e";
                10: w_data<="t";
                9: w_data<="t";
                8: w_data<="i";
                7: w_data<="r";
                6: w_data<="w";
                5: w_data<=" ";
                4: w_data<="a";
                3: w_data<="t";
                2: w_data<="a";
                1: w_data<="D";
                0: w_data<=8'b00001101;
                default: w_data<=8'b0;
              endcase
            end
          else
            begin
              tx_start<=1'b0;
            end
          else
            begin
              state_reg<=bienvenida;
              count_write <= 0;
              tx_start<=1'b0;
              count_tx_ready <= 0;
            end    
        end
      lectura:
        begin
          if (tx_ready)
            count_tx_ready <= count_tx_ready + 1'b1;
          else
            count_tx_ready <= 0;
          if (count_write < 32)  
            if(count_tx_ready == 7)begin
              count_write <= count_write + 1'b1;
              tx_start<=1'b1;
              case(count_write)
                31: w_data<=":";
                30: w_data<="d";
                29: w_data<="a";
                28: w_data<="e";
                27: w_data<="r";
                26: w_data<=" ";
                25: w_data<="e";
                24: w_data<="b"; 
                23: w_data<=" ";
                22: w_data<="o";
                21: w_data<="t";
                20: w_data<=" ";
                19: w_data<="s";
                18: w_data<="s";
                17: w_data<="e";
                16: w_data<="r";
                15: w_data<="d";
                14: w_data<="d";
                13: w_data<="a";
                12: w_data<=" ";
                11: w_data<="r";
                10: w_data<="e";
                9: w_data<="t";
                8: w_data<="n";
                7: w_data<="E";
                6: w_data<="-";
                5: w_data<=8'b00001101;
                4: w_data<="D";
                3: w_data<="A";
                2: w_data<="E";
                1: w_data<="R";
                0: w_data<=8'b00001101;
                default: w_data<=8'b0;
              endcase
            end
          else
            begin
              tx_start<=1'b0;
            end
          else
            begin
              state_reg<=lectura2;
              count_write <= 0;
              tx_start<=1'b0;
              count_tx_ready <= 0;
            end	
        end
      lectura2:begin
        tx_start<=0;
        if(rx_done_tick && count==21) 
          begin
            dato_binario3 <= {dato_binario3[20:0], r_data[0]};
            count<=0;    
            w_data<=r_data;
            tx_start<=1;
            state_reg<=pintar_datos_lectura;
          end
        else if(rx_done_tick)  
          begin
            if (r_data[7:1] == 7'h18)   
              begin
                dato_binario3 <= {dato_binario3[20:0], r_data[0]};
                count<=count+1'b1;  
                w_data<=r_data;
                tx_start<=1;
                state_reg<=lectura2;              
              end 
            else             
              state_reg<=lectura2;              
          end
      end
      pintar_datos_lectura:
        begin        
          sys_write_rq<= 1;
          sys_read_rq<=0;
          if (tx_ready)
            count_tx_ready <= count_tx_ready + 1;
          else
            count_tx_ready <= 0;
          if (count_write < 35)
            if(count_tx_ready == 7)begin
              count_write <= count_write + 1;
              tx_start<=1'b1;
              case(count_write)
                34: w_data<=8'b00001101;
                33: w_data<=8'b00001101;
                32: w_data<= buffer_data_s2f_r[7:0];
                31: w_data<= buffer_data_s2f_r[15:8];
                30: w_data<= buffer_data_s2f_r[23:16];
                29: w_data<= buffer_data_s2f_r[31:24];
                28: w_data<= buffer_data_s2f_r[39:32];
                27: w_data<= buffer_data_s2f_r[47:40];
                26: w_data<= buffer_data_s2f_r[55:48];
                25: w_data<= buffer_data_s2f_r[63:56];
                24: w_data<= buffer_data_s2f_r[71:64];
                23: w_data<= buffer_data_s2f_r[79:72];
                22: w_data<= buffer_data_s2f_r[87:80];
                21: w_data<= buffer_data_s2f_r[95:88];
                20: w_data<= buffer_data_s2f_r[103:96];
                19: w_data<= buffer_data_s2f_r[111:104];
                18: w_data<= buffer_data_s2f_r[119:112];
                17: w_data<= buffer_data_s2f_r[127:120];
                16: w_data<=" ";
                15: w_data<=":";
                14: w_data<="a";
                13: w_data<="t";
                12: w_data<="a";
                11: w_data<="d";
                10: w_data<=" ";
                9: w_data<="d";
                8: w_data<="e";
                7: w_data<="v";
                6: w_data<="e";
                5: w_data<="i";
                4: w_data<="r";
                3: w_data<="t";
                2: w_data<="e";
                1: w_data<="R";
                0: w_data<=8'b00001101;
                default: w_data<=8'b0;
              endcase
            end
          else
            begin
              tx_start<=1'b0;
            end
          else
            begin
              state_reg<=bienvenida;
              count_write <= 0;
              tx_start<=1'b0;
              count_tx_ready <= 0;
            end    
        end 
    endcase
  assign sys_addr = sys_read_rq ? dato_binario3 :
    (sys_write_rq ? dato_binario2 : 0);						 
  assign sys_data_to_sdram = (sys_write_rq) ? dato_binario_a_escribir : 16'hZZZZ;
  assign	buffer_data_s2f_r[7:0]		=	(sys_data_from_sdram[0])	? 8'b00110001 : 8'b00110000 ;
  assign	buffer_data_s2f_r[15:8]		=	(sys_data_from_sdram[1])	? 8'b00110001 : 8'b00110000 ;
  assign	buffer_data_s2f_r[23:16]	=	(sys_data_from_sdram[2])	? 8'b00110001 : 8'b00110000 ;
  assign	buffer_data_s2f_r[31:24] 	=	(sys_data_from_sdram[3]) 	? 8'b00110001 : 8'b00110000 ;
  assign	buffer_data_s2f_r[39:32]	=	(sys_data_from_sdram[4]) 	? 8'b00110001 : 8'b00110000 ;
  assign	buffer_data_s2f_r[47:40] 	=	(sys_data_from_sdram[5]) 	? 8'b00110001 : 8'b00110000 ;
  assign	buffer_data_s2f_r[55:48] 	=	(sys_data_from_sdram[6])	? 8'b00110001 : 8'b00110000 ;
  assign	buffer_data_s2f_r[63:56] 	=	(sys_data_from_sdram[7]) 	? 8'b00110001 : 8'b00110000 ;
  assign	buffer_data_s2f_r[71:64] 	=	(sys_data_from_sdram[8]) 	? 8'b00110001 : 8'b00110000 ;
  assign	buffer_data_s2f_r[79:72] 	=	(sys_data_from_sdram[9]) 	? 8'b00110001 : 8'b00110000 ;
  assign	buffer_data_s2f_r[87:80] 	=	(sys_data_from_sdram[10])  ? 8'b00110001 : 8'b00110000 ;
  assign	buffer_data_s2f_r[95:88] 	=	(sys_data_from_sdram[11]) 	? 8'b00110001 : 8'b00110000 ;
  assign	buffer_data_s2f_r[103:96] 	=	(sys_data_from_sdram[12]) 	? 8'b00110001 : 8'b00110000 ;
  assign	buffer_data_s2f_r[111:104] =	(sys_data_from_sdram[13]) 	? 8'b00110001 : 8'b00110000 ;
  assign	buffer_data_s2f_r[119:112] =	(sys_data_from_sdram[14]) 	? 8'b00110001 : 8'b00110000 ;
  assign	buffer_data_s2f_r[127:120] =	(sys_data_from_sdram[15]) 	? 8'b00110001 : 8'b00110000 ;
endmodule
```
`./run.sh`:
```
#!/bin/bash
# OpenROAD 26Q1-2900-gdf79404cd8, Yosys 0.63+post, stock flow scripts
make -C /OpenROAD-flow-scripts/flow DESIGN_CONFIG=/design/flow/config.mk WORK_HOME=/design/flow/orfs finish
```
`./config.mk`:
```
export PLATFORM = sky130hd
export DESIGN_NAME = tester
export DESIGN_NICKNAME = tester
export VERILOG_FILES = /design/flow/design.v
export SDC_FILE = /design/flow/constraint.sdc
export NUM_CORES = 4
export LEC_CHECK = 1
export CORE_UTILIZATION = 30
```
`./constraint.sdc`:
```
current_design tester

set clk_period 7.1
set clk_io_pct 0.2

create_clock -name clk0 -period $clk_period [get_ports {clk}]

set non_clock_inputs [all_inputs -no_clocks]
set_input_delay [expr $clk_period * $clk_io_pct] -clock clk0 $non_clock_inputs
set_output_delay [expr $clk_period * $clk_io_pct] -clock clk0 [all_outputs]
```
==> flow_metrics.env <==
# implementation run metrics
export IMPL_tightestPinTransition_ps=854
export IMPL_wl_met1_um=10100
export IMPL_maxSlewHeadroom_pct=43.1
export IMPL_arrival_ps=3810
export IMPL_largest_reg_flops=22
export IMPL_path_clk_slew_ps=70
export IMPL_grt_usage_pct=20.6
export IMPL_p_int_w=0.000900
export IMPL_yosysMostFrequentCell="nand2_1"
export IMPL_die_area_um2=23100
export IMPL_syn_to_final_growth_pct=17.4
export IMPL_regToRegStartpoint="count_write[0]$_DFFE_PP0P_"
export IMPL_wirelength_um=22900
export IMPL_seqPwrFrac_pct=41.7
export IMPL_cts_tree="yes"
export IMPL_power_density_nw_per_um2=165
export IMPL_gp_congestion=1.02
export IMPL_worstPathMaxFanout=22
export IMPL_h_tree_depth=3
export IMPL_drc_errors=0
export IMPL_postCtsSetupBuffers=0
export IMPL_synth_warnings=2
export IMPL_cp_startpoint="rx_done_tick"
export IMPL_p_leak_nw=2.73
export IMPL_ant_nets=0
export IMPL_clockPowerShare_pct=35.2
export IMPL_cts_path_max_buffers=2
export IMPL_rows=54
export IMPL_maxCapViolCount=0
export IMPL_drtIter0Drc=746
export IMPL_yosys_area_um2=6750
export IMPL_wl_per_cell_um=21.2
export IMPL_synth_cell_types=88
export IMPL_critPathKind="in -> reg"
export IMPL_coreArea_um2=22000
export IMPL_p_sw_share_pct=31.2
export IMPL_layout_min_cycle_time_ps=3840
export IMPL_cp_required_ps=7070
export IMPL_viasPerCell=5.87
export IMPL_port_buffers=75
export IMPL_switching_power_w=0.000408
export IMPL_drive_gt1_share_pct=7.39
export IMPL_grt_ovfl_total=0
export IMPL_dp_cells=1062
export IMPL_routed_wl_met2_um=9770
export IMPL_top_area_cell="edfxtp_1"
export IMPL_final_setup_tns_ps=0
export IMPL_cts_root_buf="clkbuf_16"
export IMPL_synth_flops=87
export IMPL_place_hpwl_um=16200
export IMPL_die_x_um=152
export IMPL_met3_length_um=2170
export IMPL_top_cells_by_area="edfxtp_1, dfrtp_1, nand2_1"
export IMPL_die_h_um=152
export IMPL_synth_edff_count=63
export IMPL_ys_cells=755
export IMPL_synth_top_cell_area_share_pct=28.0
export IMPL_ff_type="edfxtp_1"
export IMPL_antenna_cells=0
export IMPL_comb_power_share_pct=23.1
export IMPL_final_max_slew_violation_count=0
export IMPL_cp_end_kind="flop"
export IMPL_top_cells_by_count="nand2_1, edfxtp_1, nor2_1, o21ai_0, a21oi_1"
export IMPL_hold_class="reg -> reg"
export IMPL_max_freq_ghz=0.260
export IMPL_synth_cells=755
export IMPL_cts_hold_buf=0
export IMPL_clk_latency_ps=340
export IMPL_final_hold_violation_count=0
export IMPL_vdd_ir_drop_max_mv=0.0999
export IMPL_startpoint_type="input port"
export IMPL_status="complete, no violations"
export IMPL_fp_utilization_pct=30.7
export IMPL_grt_setup_unrepaired="false"
export IMPL_avgSynthCellArea_um2=8.94
export IMPL_clock_sinks=87
export IMPL_grt_pass1_wl_um=36300
export IMPL_cts_made_buffers=9
export IMPL_grt_pass1_vias=6082
export IMPL_ios=77
export IMPL_antenna_found_initial=1
export IMPL_setup_viol=0
export IMPL_grt_max_degree=71
export IMPL_tool_warnings=39
export IMPL_drt_pre_antenna_iters=29
export IMPL_hp_start="dato_binario2[0]$_DFFE_PP_"
export IMPL_finClkSkew_ps=6.38
export IMPL_cts_resized=0
export IMPL_highest_layer="met5"
export IMPL_final_cells=1078
export IMPL_async_reset_ff_share_pct=27.6
export IMPL_period_used_pct=54.1
export IMPL_vias=6327
export IMPL_synth_seq_share_pct=37.0
export IMPL_synthesis_area_um2=6750
## layer usage
metal | GRT usage [%] | up-vias
met4 | 7.14 | 2
met2 | 28.6 | 327
li1 | - | 2956
met1 | 32.2 | 2980
met5 | 0 | -
met3 | 4.45 | 62
## path summary, 6_finish.rpt
kind | endpoint | slack (ps) | cells after the start
worst max-delay path | dato_binario2[21]$_DFFE_PP_ | 3260 | 4
min in group asynchronous | state_reg[2]$_DFF_PP0_ | 1530 | 2
worst min register to register | dato_binario2[1]$_DFFE_PP_ | 440 | 0
worst max register to register | w_data[0]$_DFFE_PP_ | 3740 | 9
worst min-delay path | dato_binario2[1]$_DFFE_PP_ | 440 | 0
max in group asynchronous | state_reg[0]$_DFF_PP1_ | 4950 | 3
## placed cells by master (no fill, tap or decap), types with 6 or more instances in the layout
cell type	n
a211oi_1	17
a21o_1	10
a21oi_1	46
a221oi_1	6
a311oi_1	8
a31oi_1	15
and2_1	25
buf_4	16
clkbuf_16	9
clkdlybuf4s50_1	75
dfrtp_1	20
edfxtp_1	63
ha_1	19
inv_1	18
mux2i_1	7
nand2_1	66
nand2b_1	22
nand3_1	20
nand4_1	14
nor2_1	50
nor2b_1	20
nor3_1	23
nor4_1	7
o211ai_1	6
o21ai_0	48
o21ai_1	11
o22ai_1	9
o2bb2ai_1	6
## logic make-up after synthesis
family	count (synthesis)	synth area share (%)
XOR/XNOR	10	1.30
multiplexers	11	1.87
AND/OR/NAND/NOR	283	22.9
buffers and inverters	84	6.32
adder cells (fa/ha/maj)	19	3.52
AND-OR/OR-AND	261	27.1
flip-flops	87	37.0
## power groups by stage
stage	combinational (W)	clock, W	sequential (W)
global route	0.000323	0.000494	0.000546
CTS	0.000292	0.000474	0.000546
finish	0.000302	0.000460	0.000546
## worst max-delay path, stage by stage
cell	delay, ps
clkdlybuf4s50_1	650
nor4bb_1	340
and4b_1	580
o211a_1	810
## per-stage QoR
step	hold WS, ps	power [W]	instance area [um2]	worst slack, ps	util [%]
finish	442	0.00131	7920	3260	36.1
global route	456	0.00136	7920	3060	36.1
CTS	444	0.00131	7920	3220	36.1
detailed placement	428	0.000848	7620	2900	34.7
global placement	422	0.000850	7620	2930	34.7
floorplan	400	0.000745	6750	4050	-
## final cells by class
cell class                 instances  area [um2]
tap                              280         350
timing repair buffer              91         871
inverter                          20        75.1
fill                            2199       14000
sequential                        87        2500
multi-input combinational        584        3830
clock inverter                     7        71.3
clock buffer                       9         225
Power is estimated from default activity; no workload was simulated.
